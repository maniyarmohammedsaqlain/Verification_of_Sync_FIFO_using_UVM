### flow/run.sh
#!/bin/bash
# OpenROAD 26Q1-2900-gdf79404cd8, Yosys 0.63+post, stock flow scripts
make -C /OpenROAD-flow-scripts/flow DESIGN_CONFIG=/design/flow/config.mk WORK_HOME=/design/flow/orfs finish
### flow/config.mk
export PLATFORM = sky130hd
export DESIGN_NAME = FIFO
export DESIGN_NICKNAME = FIFO
export VERILOG_FILES = /design/flow/design.v
export SDC_FILE = /design/flow/constraint.sdc
export NUM_CORES = 4
export LEC_CHECK = 1
export CORE_UTILIZATION = 50
export SYNTH_HDL_FRONTEND = slang
### flow/constraint.sdc
current_design FIFO

set clk_period 3.5
set clk_io_pct 0.2

create_clock -name clk0 -period $clk_period [get_ports {clk}]

set non_clock_inputs [all_inputs -no_clocks]
set_input_delay [expr $clk_period * $clk_io_pct] -clock clk0 $non_clock_inputs
set_output_delay [expr $clk_period * $clk_io_pct] -clock clk0 [all_outputs]
### flow/design.v
module FIFO(input clk, rst, wr, rd,
            input [7:0] din, output reg [7:0] dout,
            output empty, full);
  reg [3:0] wptr = 0, rptr = 0;
  reg [4:0] cnt = 0;
  reg [7:0] mem [15:0];
  always @(posedge clk)
    begin
      if (rst == 1'b1)
        begin
          wptr <= 0;
          rptr <= 0;
          cnt  <= 0;
        end
      else if (wr && !full)
        begin
          mem[wptr] <= din;
          wptr      <= wptr + 1;
          cnt       <= cnt + 1;
        end
      else if (rd && !empty)
        begin
          dout <= mem[rptr];
          rptr <= rptr + 1;
          cnt  <= cnt - 1;
        end
    end
  assign empty = (cnt == 0) ? 1'b1 : 1'b0;
  assign full  = (cnt == 16) ? 1'b1 : 1'b0;
property ed_e_f_flag;
@(posedge clk)
$rose(rst) |-> (full==1'b0 && empty==1'b1)
endproperty
assert property(ed_e_f_flag)
begin
$display("PASSED P1");
end
else
$display("FAILED P1");
property le_e_f_flag;
@(posedge clk)
(rst==1'b1) |-> (full==1'b0 && empty==1'b1)
endproperty
assert property(le_e_f_flag)
begin
$display("PASSED P11");
end
else
$display("FAILED P11"); 
property full_wptr;
@(posedge clk)
(wptr==16) |-> (full==1'b1)
endproperty
assert property(full_wptr)
begin
$display("PASSED P2");
end
else
$display("FAILED P2"); 
property emp_rptr;
@(posedge clk)
(rptr==16) |-> (empty==1'b1)
endproperty
property p3;
@(posedge clk)
(empty==1'b1) |-> (rd==1'b0)
endproperty
assert property(p3)
begin
$display("PASSED P3");
end
else
$display("FAILED P3"); 
property p4;
@(posedge clk)
(full==1'b1) |-> (wr==1'b0)
endproperty
assert property(p4)
begin
$display("PASSED P4");
end
else
$display("FAILED P4"); 
property p5;
@(posedge clk)
(wr && !full) |=> $changed(wptr)
endproperty
assert property(p5)
begin
$display("PASSED P5");
end
else
$display("FAILED P5"); 
property p6;
@(posedge clk)
(!wr) |=> $stable(wptr)
endproperty
assert property(p6)
begin
$display("PASSED P6");
end
else
$display("FAILED P6"); 
property p7;
@(posedge clk)
(rd) |=> $stable(wptr)
endproperty
assert property(p7)
begin
$display("PASSED P7");
end
else
$display("FAILED P7"); 
property p8;
@(posedge clk)
(rd) |=> $changed(rptr)
endproperty
assert property(p8)
begin
$display("PASSED P8");
end
else
$display("FAILED P8"); 
endmodule
interface fifoint;
  logic clk;
  logic rst;
  logic wr;
  logic rd;
  logic [7:0]din;
  logic [7:0]dout;
  logic empty;
  logic full;
endinterface
==> flow_metrics.py <==
# Physical implementation metrics
metrics = {
    "critical_path": {
        "critical_path.endpoint": "full",
        "worstSetupEndpointType": "output port",
        "crit_buf_inv": 2,
        "crit_fanout": 7,
        "slowest_stage": "nor4_2",
        "regToRegEndpoint": "cnt[4]",
        "crit_chain": "nor4_2, nand2_1, inv_1, clkdlybuf4s50_1",
        "r2r_slack_ns": 0.81,
        "path_class": "flop to output port",
        "r2r-start": "cnt[0]",
        "worstPathRequired_ns": 2.80,
        "crit_cells": 4,
        "critPathLaunchType": "flop",
        "critical-path-top-delay-family": "simple AND/OR/NAND/NOR gates",
        "cp.arrival_ns": 2.11,
        "critical_path.startpoint": "cnt[0]",
        "reg2reg_depth": 8,
        "cpPeakStageDelay_ns": 0.65,
    },
    "clock_network": {
        "cts_hold_buffers": 0,
        "cts-htree-levels": 4,
        "cts_tree": "done",
        "postCtsResizedCells": 0,
        "root_buffer": "clkbuf_16",
        "insertion_delay_ns": 0.41,
        "clockBufferDepth": 2,
        "clk_pin_slew_worst_paths_ns": 0.06,
        "cts.sinks": 149,
        "cts_made_buffers": 17,
        "post_cts_buffers": 0,
    },
    "placement": {
        "portBuffers": 21,
        "hpwl_mm": 7.43,
        "place_area_sq_mm": 0.00653,
        "gp_congestion": 0.837,
    },
    "sta": {
        "maxSlewViolCount": 0,
        "finalClockSkew_ns": 0.00584,
        "relSlewSlack_pct": 46.6,
        "finalCriticalPeriod_ns": 2.81,
        "rsz0062_at_grt": "false",
        "hold_viol": 0,
        "setup-tns-final_ns": 0,
        "setup_viol": 0,
        "finalCritPeriodShare_pct": 80.2,
        "fmax_mhz": 356,
        "worstMarginPinSlew_ns": 0.798,
    },
    "floorplanning": {
        "top_level_ports": 22,
        "die_area_sq_mm": 0.0126,
        "rows": 39,
        "fp_util_pct": 52.2,
        "die_h_um": 112,
        "fp.dieW_um": 112,
        "core_area_sq_mm": 0.0116,
    },
    "layout": {
        "combGateArea_sq_mm": 0.00161,
        "drive_gt1_share_pct": 18.2,
        "area_growth_pct": 18.4,
        "fill_cells": 828,
        "ff_latch_area_sq_mm": 0.00435,
        "finalInstanceArea_sq_mm": 0.00718,
    },
    "global_routing": {
        "grt_use_total_pct": 22.7,
        "grt_pass1_wl_mm": 18.7,
        "antenna_found_initial": 0,
        "grt_start_max_net_pins": 40,
        "gr-total-overflow": 0,
        "grt_pass1_vias": 3355,
    },
    "power": {
        "pwr-share-comb_pct": 19.0,
        "p_sw_share_pct": 25.4,
        "p_sw_mw": 1.29,
        "ir_drop_uv": 509,
        "seq_power_share_pct": 42.4,
        "p_int_mw": 3.79,
        "pwr-share-clk_pct": 38.6,
        "static-leakage-power_nw": 2.37,
        "p_per_area_mw_per_mm2": 709,
    },
    "drt": {
        "drtPass1Iterations": 22,
        "route.detailed.drc": 0,
        "drt_iter0_markers": 229,
        "final_antenna_net_count": 0,
        "viasPerCell": 5.79,
        "antenna_cells": 0,
        "wl_per_cell_um": 21.1,
        "num_vias": 3222,
        "wl_mm": 11.7,
    },
    "job": {
        "cap_viol_max_count": 0,
        "warning_count": 28,
    },
    "synth": {
        "ys_seq_share_pct": 71.7,
        "syn_inst": 359,
        "ys_types": 39,
        "ys_warn_count": 0,
        "ys.flop_type": "edfxtp_1",
        "async_flop_share_pct": 0,
        "ys_cells": 359,
        "synth_area_sq_mm": 0.00606,
        "yosys-top-cells-area": "edfxtp_1, mux4_2, mux2i_1, dfxtp_1, a221oi_1",
        "synth-edff-count": 136,
        "syn_area_per_cell_sq_um": 16.9,
        "synth_area_leader_cell": "edfxtp_1",
        "yosysChipArea_sq_mm": 0.00606,
        "synth.top_cell.area_share_pct": 67.4,
        "synth-seq-cells": 149,
    },
    "status": {
        "status": "finished clean",
    },
    "worst_hold_path": {
        "min-delay-start": "cnt[3]",
        "min_path_type": "flop to flop",
    },
}
-- worst min path at each step --
stage,to,slack [ns],cells past startpoint
CTS,wptr[1],0.58,2
global route,wptr[1],0.61,2
finish,cnt[3],0.58,2
-- worst register-to-register path: cells and delay by family, from the launching register on --
kind            cells  cell delay [ns]
simple gates        1             0.65
compound gates      5             1.08
fa+ha+maj           1             0.30
buf+inv             1             0.16
flops               1             0.41
-- sequential cells by signal (all words and copies together), names as in the netlist --
| signal | flops |
|---|---|
| mem | 128 |
| dout | 8 |
| cnt | 5 |
| rptr | 4 |
| wptr | 4 |
-- metal layers --
layer | vias up | track usage, % | wire, um
met4 | 0 | 3.56 | 167
met5 | - | 0 | 0
met3 | 13 | 12.1 | 1260
met1 | 1563 | 36.0 | 4790
li1 | 1512 | - | -
met2 | 134 | 32.1 | 5510
-- Yosys cell counts, types with 3 or more instances --
cell type	instances
nand3_1	3
clkbuf_1	9
o21ai_0	14
or3_1	4
a22oi_1	8
dfxtp_1	13
buf_2	9
nor2_1	26
a221oi_1	16
edfxtp_1	136
xnor2_1	3
ha_1	8
mux4_2	16
nand2_1	15
xor2_1	3
inv_1	8
a21oi_1	9
mux2i_1	33
-- cell usage in the layout, fill, tap and decap left out, types with 2 or more instances in the layout --
cell	count
edfxtp_1	136
mux2i_1	33
nor2_1	26
clkdlybuf4s50_1	21
buf_4	18
clkbuf_16	17
a221oi_1	16
mux4_2	16
nand2_1	15
o21ai_0	14
dfxtp_1	12
a21oi_1	9
inv_1	8
a22oi_1	8
ha_1	8
bufinv_16	5
or3_1	4
xor2_1	3
xnor2_1	3
nand3_1	3
clkinv_4	3
inv_6	3
and2_1	2
o211ai_2	2
o2111ai_1	2
a21o_1	2
a211oi_1	2
clkinvlp_4	2
clkinv_1	2
-- final cells by class --
type	count	share of cell area (%)
Inverter	8	0.418
Multi-Input combinational cell	184	22.4
Timing Repair Buffer	40	5.09
Clock buffer	17	5.93
Clock inverter	15	3.14
Tap cell	143	2.49
Sequential cell	149	60.6
-- power by group through the flow --
| stage | clock network [mW] | registers, mW | logic [mW] |
|---|---|---|---|
| finish | 1.96 | 2.16 | 0.966 |
| global route | 2.09 | 2.18 | 1.07 |
| CTS | 2.00 | 2.16 | 0.976 |
-- per-stage QoR --
stage                     instances  hold WS (ns)  setup WS [ns]  power [mW]  util (%)
after CTS                       556         0.583          0.706        5.14      61.8
after floorplan                 359         0.532          0.545        2.86         -
final                           556         0.582          0.692        5.09      61.8
after detailed placement        524         0.570          0.536        3.17      56.2
after global routing            556         0.613          0.516        5.34      61.8
after global placement          524         0.560          0.594        3.16      56.2
-- cell families after synthesis --
kind of cell / after synthesis / share of synthesized area, %
xor gates and xnor gates: 6 / 0.868
DFF: 149 / 71.7
and+or+nand+nor: 57 / 4.38
muxes: 49 / 11.4
buffers and inverters: 26 / 1.80
adders and majority gates: 9 / 1.98
AOI/OAI and AO/OA: 63 / 7.87
Power figures rest on the tool's default switching activity, not on a simulated workload.
